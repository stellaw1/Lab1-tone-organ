[flow/design.v]
module LED_Controller(clk, LEDR);
    input clk;
    output [7:0] LEDR;
    reg LED_direction = 1'b1;
    reg [7:0] LED = 8'b0000_0001;
    always @(posedge clk)
    begin
    if (LED == 8'b0000_0001 && LED_direction == 1'b0)
        LED_direction = 1'b1;
    else if (LED == 8'b1000_0000 && LED_direction == 1'b1)
        LED_direction = 1'b0;
    if (LED_direction)
        LED = LED << 1;
    else
        LED = LED >> 1;
    end
    assign LEDR = LED;
endmodule
[flow/run.sh]
#!/bin/bash
# OpenROAD 26Q1-2900-gdf79404cd8, Yosys 0.63+post, stock flow scripts
make -C /OpenROAD-flow-scripts/flow DESIGN_CONFIG=/design/flow/config.mk WORK_HOME=/design/flow/orfs finish
[flow/config.mk]
export PLATFORM = sky130hd
export DESIGN_NAME = LED_Controller
export DESIGN_NICKNAME = LED_Controller
export VERILOG_FILES = /design/flow/design.v
export SDC_FILE = /design/flow/constraint.sdc
export NUM_CORES = 4
export LEC_CHECK = 1
export CORE_AREA = 10 10 70 70
export DIE_AREA = 0 0 80 80
[flow/constraint.sdc]
current_design LED_Controller

set clk_period 3.1
set clk_io_pct 0.2

create_clock -name clk0 -period $clk_period [get_ports {clk}]

set non_clock_inputs [all_inputs -no_clocks]
set_input_delay [expr $clk_period * $clk_io_pct] -clock clk0 $non_clock_inputs
set_output_delay [expr $clk_period * $clk_io_pct] -clock clk0 [all_outputs]
==> run_results.csv <==
group,metric,value,unit
placement,gp_congestion,0.6793,
final_timing,tightestPinTransition,0.3836,ns
yosys,synth_warnings,1,
routing,drtIter0Drc,0,
die,fp_util,9.304,%
finish,fillers,400,
global_route,grt_max_degree,12,
die,dieArea,6400,um2
yosys,synth_cells,28,
placement,io_buffers,8,
routing,antennaDiodeCount,0,
routing,drc,0,
placement,dp.final_hpwl,530.1,um
yosys,top_area_cell,"dfxtp_1",
finish,final_layout_size_suffix_gt1_share,23.08,%
setup_path,r2r_cells,3,
setup_path,r2r_slack,1.94,ns
yosys,ys_ff,9,
pwr,powerDensity,424.8,nW/um2
pwr,leakagePower,0.1620,nW
final_timing,finalSetupViolCount,0,
yosys,yosys_cells,28,
setup_path,critPathLaunchType,"flop",
routing,drt_pass1_iterations,1,
setup_path,critPathMaxFanout,5,
setup_path,cp_slowest_cell,"clkdlybuf4s50_1",
hold_path,min_path_cells,1,
die,coreArea,3416,um2
clock_tree,cts_tree,"yes",
clock_tree,cts_resized,0,
clock_tree,post-cts-setup-buffer-count,0,
setup_path,worst_setup_path_end_kind,"output pin",
setup_path,arrival,1.14,ns
die,row_count,21,
final_timing,whs,0.4977,ns
pwr,vdd_drop_max,0.0001294,V
hold_path,hold_class,"flop to flop",
setup_path,cp_top_family,"buffers and inverters",
yosys,ys_async_sr_fraction,0,%
clock_tree,cts_root_buf,"clkbuf_4",
global_route,grt_first_pass_wirelength,1.138,mm
routing,wl,687,um
finish,area_growth,50.00,%
yosys,top_cell,"dfxtp_1",
hold_path,hp-start,"LED[7]",
routing,vias,240,
placement,pre_cts_slack,1.585,ns
setup_path,critPathBufInv,1,
yosys,ys_types,14,
setup_path,r2r_end,"LED[6]",
final_timing,setup_slack,1.339,ns
clock_tree,hold_buffers,0,
routing,viasPerCell,2.824,
final_timing,hold_viol_final,0,
yosys,edf_count,0,
yosys,synth.avg_cell_area,11.35,um2
yosys,area_leaders,"dfxtp_1, mux2_2, inv_1",
global_route,antenna_found_initial,0,
global_route,grt_pass1_vias,241,
routing,wl_per_cell,8.082,um
final_timing,max_slew_margin,74.39,%
clock_tree,clkLatencyLatePin,0.25,ns
clock_tree,cts_made_buffers,3,
setup_path,r2r-start,"LED_direction",
flow_run,drv_cap,0,
yosys,yosys_area,317.8,um2
setup_path,slowest_delay,0.50,ns
clock_tree,h-tree-depth,1,
yosys,synth_seq_share,56.69,%
yosys,syn_area,317.8,um2
final_timing,drv_slew,0,
final_timing,finalClockPeriodUsage,56.81,%
global_route,grt_usage,2.225,%
setup_path,path_cells,"clkdlybuf4s50_1",
run_status,status,"complete, no violations",
yosys,common_cells,"dfxtp_1, mux2_2, inv_1",
clock_tree,cts_max_path_buffers,2,
die,dieWidth,80,um
final_timing,final.setup.tns,0,ns
final_timing,period_needed,1.761,ns
clock_tree,numClockSinks,9,
final_timing,rsz0062_at_grt,"false",
hold_path,hold_path_end,"LED_direction",
die,ios,9,
setup_path,crit_type,"flop to output pin",
yosys,ff_type,"dfxtp_1",
final_timing,fmax,567.8,MHz
clock_tree,path_clk_slew,0.06,ns
yosys,top_area_share,56.69,%
setup_path,required,2.48,ns
die,die_h,80,um
global_route,grt-ovfl-total,0,
final_timing,skew,0.0008082,ns
routing,ant_nets,0,
flow_run,warnings,25,
[layout make-up]
type | instances | area (um2) | area share [%]
sequential | 9 | 180.2 | 37.80
inverter | 3 | 11.26 | 2.362
multi-input combinational | 15 | 121.4 | 25.46
clock buffer | 4 | 26.28 | 5.512
tap | 46 | 57.56 | 12.07
timing repair buffer | 8 | 80.08 | 16.80
[logic make-up (layout without fill, tap and decap cells)]
kind of cell    Yosys count  in the layout  synth area share [%]
mux                       4              4                 14.17
simple gates              5              5                 9.843
compound gates            6              6                 14.18
flops                     9              9                 56.69
buf+inv                   4             15                 5.116
[registers in the layout (all words and copies together), names as in the netlist]
name           count
LED                8
LED_direction      1
[through the flow]
| stage | std cells | utilization, % | power [W] | area [um2] |
|---|---|---|---|---|
| 3_5_place_dp | 81 | 13.19 | 0.0001182 | 450.4 |
| 6_report | 85 | 13.96 | 0.0002025 | 476.7 |
| 2_1_floorplan | 28 | - | 0.0001182 | 317.8 |
| 5_1_grt | 85 | 13.96 | 0.0002170 | 476.7 |
| 3_3_place_gp | 81 | 13.19 | 0.0001182 | 450.4 |
| 4_1_cts | 85 | 13.96 | 0.0002077 | 476.7 |
[cells in the final DEF, fill, tap and decap left out]
cell type / Yosys / layout
inv_1: 3 / 3
a41oi_1: 1 / 1
a22o_2: 1 / 1
and2_1: 1 / 1
nor3_2: 1 / 1
nor2_1: 1 / 1
o22ai_1: 1 / 1
nor3_1: 1 / 1
clkdlybuf4s50_1: 0 / 8
a21oi_1: 2 / 2
dfxtp_1: 9 / 9
mux2_2: 4 / 4
clkbuf_1: 0 / 1
a41o_1: 1 / 1
clkbuf_4: 0 / 3
nor2b_1: 1 / 1
[power breakdown]
part / internal, W / switching, W
Clock: 0.0000494 / 0.0000375
Combinational: 0 / 0
Sequential: 0.000116 / 0
Total: 0.000165 / 0.0000375
[how the worst max path moves through the flow]
stage     startpoint       to  slack [ns]  cells after the start
6_report      LED[3]  LEDR[3]        1.34                      1
5_1_grt       LED[6]  LEDR[6]        1.25                      1
4_1_cts       LED[7]  LEDR[7]        1.30                      1
[metal layers]
metal | wire [um] | share of wire [%] | global-route usage, %
met5 | 0 | 0 | 0
met4 | 0 | 0 | 0.5282
met3 | 70 | 10 | 1.818
met2 | 351 | 51 | 3.291
met1 | 265 | 39 | 2.400
Power is estimated from default activity; no workload was simulated.
