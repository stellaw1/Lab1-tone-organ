**flow/run.sh**
```bash
#!/bin/bash
# OpenROAD 26Q1-2900-gdf79404cd8, Yosys 0.63+post, stock flow scripts
make -C /OpenROAD-flow-scripts/flow DESIGN_CONFIG=/design/flow/config.mk WORK_HOME=/design/flow/orfs finish
```
**flow/config.mk**
```make
export PLATFORM = sky130hd
export DESIGN_NAME = Gen_Note_Clock_Frequency
export DESIGN_NICKNAME = Gen_Note_Clock_Frequency
export VERILOG_FILES = /design/flow/design.v
export SDC_FILE = /design/flow/constraint.sdc
export NUM_CORES = 4
export LEC_CHECK = 1
export CORE_AREA = 10 10 70 70
export DIE_AREA = 0 0 80 80
```
**flow/constraint.sdc**
```tcl
current_design Gen_Note_Clock_Frequency

set clk_period 1.2
set clk_io_pct 0.2

create_clock -name clk0 -period $clk_period

set non_clock_inputs [all_inputs -no_clocks]
set_input_delay [expr $clk_period * $clk_io_pct] -clock clk0 $non_clock_inputs
set_output_delay [expr $clk_period * $clk_io_pct] -clock clk0 [all_outputs]
```
**flow/design.v**
```verilog
module Gen_Note_Clock_Frequency(SW, Note_Clock_Count);
  input [2:0] SW;
  output reg [31:0] Note_Clock_Count;
  always @(*) begin
    case (SW[2:0])
      3'b000: begin
        Note_Clock_Count = 32'hBAB9;  
      end
      3'b001: begin
        Note_Clock_Count = 32'hA65D;  
      end
      3'b010: begin
        Note_Clock_Count = 32'h9430;  
      end
      3'b011: begin
        Note_Clock_Count = 32'h8BE9;  
      end
      3'b100: begin
        Note_Clock_Count = 32'h7CB8;  
      end
      3'b101: begin
        Note_Clock_Count = 32'h6EF9;  
      end
      3'b110: begin
        Note_Clock_Count = 32'h62F1;  
      end
      3'b111: begin
        Note_Clock_Count = 32'h5D5D;  
      end
      default: begin
        Note_Clock_Count = 32'h61A6;
      end
    endcase
  end
endmodule
```
==> impl_metrics.tcl <==
# collected from the flow reports
set metrics [dict create \
    place_hpwl_um 851.2 \
    gr-total-overflow 0 \
    die-area_um2 6400 \
    routabilityCongestion 0.6952 \
    netlist.area_leader.share_pct 38.57 \
    cts_hold_buf 0 \
    outcome "finished with violations" \
    drive_gt1_share_pct 60.81 \
    yosysWarningCount 1 \
    fin_crit_sh_pct 110.4 \
    grt.busiest_layer "met2" \
    seq_power_share_pct 0 \
    synth_cells 45 \
    core_area_um2 3416 \
    ff_count 0 \
    synth.distinct_cells 17 \
    crit_top_cell "buf_6" \
    power.density_nw_per_um2 298.5 \
    hold_viol 0 \
    ir_drop_uv 48.38 \
    final_area_um2 757.0 \
    criticalPathCategory "in2out" \
    lay_top_cells "conb_1 (17), buf_6 (8), buf_2 (7)" \
    area_leaders "buf_4 (39%), ha_1 (21%), mux2i_1 (8.6%)" \
    syn_avg_cell_area_um2 7.785 \
    clock.fmax_mhz 755.0 \
    crit_required_ps 960 \
    critPathLaunchType "input pin" \
    yosys-stat-area_um2 350.3 \
    use_met2_pct 5.297 \
    setup_viol_count_final 4 \
    drc_errors 0 \
    seqCellArea_um2 0 \
    finalWirelength_um 1155 \
    syn2layout_area_growth_pct 116.1 \
    vias 341 \
    gr-usage-met3_pct 0.3409 \
    floorplanUtilization_pct 10.26 \
    gr-usage-all-layers_pct 2.932 \
    fillers 371 \
    tool_warnings 39 \
    ys_cells 45 \
    post_drt_wl_per_cell_um 9.625 \
    antenna_found_initial 0 \
    p_comb_share_pct 100.0 \
    syn_area_um2 350.3 \
    antenna_left 0 \
    grt_setup_unrepaired "yes" \
    critPathMaxStageDelay_ps 260 \
    setup_tns_ps -268.5 \
    postSynthSeqShare_pct 0 \
    worstPathArrival_ps 1080 \
    cp_max_fo 4 \
    rows 21 \
    dr.pass1.iters 2 \
    layout_top_cell "conb_1" \
    cp_cell_sequence "buf_8, buf_6, buf_6, ha_4, mux2_4, buf_6" \
    grt_max_degree 6 \
    p_leak_nw 0.3563 \
    die_h_um 80 \
    p_clk_share_pct 0 \
    min_path_type "in2out" \
    worst_slack_ps -124.6 \
    switching_share_pct 36.86 \
    cp_slowest_cell "mux2_4" \
    min_period_ps 1325 \
    violations "setup timing" \
    clockBufferCount 0 \
    max-cap-violations 0 \
    place_area_um2 555.5 \
    portBuffers 18 \
    fin_util_pct 22.16 \
    intPower_mw 0.1427 \
    cp-end-kind "output port" \
    insertedDiodeCount 0 \
    post-synth-top-area-cell "buf_4" \
    grt_pass1_wl_um 1649 \
    drv_slew 0 \
    grt_pass1_vias 361 \
    vias_per_cell 2.842 \
    drt-initial-drc-count 2 \
    switching_power_mw 0.08330 \
    ioPinCount 35 \
    grt_util_met1_pct 3.823 \
    die_w_um 80 \
]
-- cell families after synthesis --
kind of cell / count (synthesis) / share of synthesized area (%)
buffers and inverters: 24 / 47.86
and+or+nand+nor: 4 / 5.717
AOI/OAI and AO/OA: 6 / 12.14
muxes: 4 / 11.79
other: 1 / 1.070
adders and majority gates: 6 / 21.43
-- cell usage after synthesis --
library cell,instances
o21ai_1,1
buf_6,1
nand2_1,2
nor2b_1,1
inv_1,3
ha_1,6
clkbuf_1,1
conb_1,1
inv_4,1
a21boi_2,1
buf_4,18
mux2_1,1
mux2i_1,3
a21o_1,1
a21oi_1,2
a21oi_2,1
nor2_2,1
-- metrics by stage --
| step | setup slack, ps | power (mW) | hold slack (ps) | cells |
|---|---|---|---|---|
| global route | -146.8 | 0.2483 | 835.5 | 120 |
| detailed placement | -917.8 | 0.1647 | 1566 | 111 |
| floorplan | 128.3 | 0.08641 | 503.0 | 61 |
| finish | -124.6 | 0.2260 | 822.0 | 120 |
| global placement | -919.0 | 0.1651 | 1561 | 111 |
| CTS | -144.3 | 0.2261 | 829.7 | 121 |
-- what timing repair did --
action / 4_1_cts / 5_1_grt
cloned: 1 / 0
pin swaps: 4 / 4
setup buffers: 9 / 0
resized: 84 / 6
setup endpoints to repair: 15 / 9
-- final timing paths --
check / endpoint / depth (start not counted) / slack (ps) / startpoint
worst max-delay path: Note_Clock_Count[2] / 6 / -120 / SW[1]
worst min-delay path: Note_Clock_Count[2] / 3 / 820 / SW[2]
-- power by group through the flow --
stage     Combinational [mW]  Sequential [mW]  Clock (mW)
6_report               0.226                0           0
5_1_grt                0.248                0           0
4_1_cts                0.226                0           0
-- cell type report --
cell class	count	area [um2]	share of cell area (%)
repair buffers	33	334.1	44.13
inverters	4	30.03	3.967
multi-input cells	37	335.3	44.30
well taps	46	57.56	7.603
-- critical path, delay by kind of cell --
family                     cells  cell delay, ps
adders and majority gates      1             140
buffers and inverters          4             440
muxes                          1             260
-- metal layers --
layer  part of all wire [%]  vias up
met2                     51       20
met4                      0        0
met3                    6.4        0
met5                      0        -
met1                     43      157
li1                       -      164
No activity file was given, so power comes from the tool's default toggle rates.
