==> flow/design.v <==
`timescale 1ns / 1ps
module Gen_Clock_Divider(inclk, outclk, div_clk_count, Reset);
    input inclk;
	input Reset;
	output outclk;
	input[31:0] div_clk_count;
	reg outclk = 0;
	reg [31:0] count = 0;
	always @(posedge inclk, negedge Reset) begin
		if (~Reset) begin
			count <= 32'b0;
			outclk <= 1'b0;
		end
		else if (count >= (div_clk_count - 1)) begin
			count <= 32'b0;
			outclk <= ~outclk;
		end
		else
			count <= count + 1'b1;
	end
endmodule
==> flow/run.sh <==
#!/bin/bash
# OpenROAD 26Q1-2900-gdf79404cd8, Yosys 0.63+post, stock flow scripts
make -C /OpenROAD-flow-scripts/flow DESIGN_CONFIG=/design/flow/config.mk WORK_HOME=/design/flow/orfs finish
==> flow/config.mk <==
export PLATFORM = sky130hd
export DESIGN_NAME = Gen_Clock_Divider
export DESIGN_NICKNAME = Gen_Clock_Divider
export VERILOG_FILES = /design/flow/design.v
export SDC_FILE = /design/flow/constraint.sdc
export NUM_CORES = 4
export LEC_CHECK = 1
export CORE_UTILIZATION = 50
==> flow/constraint.sdc <==
current_design Gen_Clock_Divider

set clk_period 4.8
set clk_io_pct 0.2

create_clock -name clk0 -period $clk_period [get_ports {inclk}]

set non_clock_inputs [all_inputs -no_clocks]
set_input_delay [expr $clk_period * $clk_io_pct] -clock clk0 $non_clock_inputs
set_output_delay [expr $clk_period * $clk_io_pct] -clock clk0 [all_outputs]
==> reports/results.tsv <==
metric	value	unit
status	complete, no violations	
path_cells	clkdlybuf4s50_1 > or3_1 > nor4_1 > nand3_1 > nor4_2 > buf_4 > nand3_1 > xor2_1 > ha_1 > nand4_1 > nor4_1 > nand2_1 > o21ai_2 > buf_4 > nor2_1	
drt_iter0_drc	83	
async_flop_share	100	%
cts_buffers	5	
io_pins	35	
antenna_found_initial	0	
peakVddDrop	190	uV
grt_setup_unrepaired	no	
dp_hpwl	4270	um
crit_fanout	14	
fin_tns_setup	0	ns
worst_pin_slew	0.561	ns
syn_to_final_growth	23.0	%
grt_pass1_vias	2069	
hold_path.class	flop to flop	
final_max_slew_viol_count	0	
die_width	76.6	um
slowest_delay	0.44	ns
leakagePower	1.49	nW
cts_root_buf	clkbuf_8	
reg2reg_depth	8	
route.detailed.drc	0	
final_common_cell	nor2_1	
cp_data_required_time	4.97	ns
ys_area	2780	um2
grt_usage	20.0	%
skew	0.00479	ns
io_buffers	34	
drv_cap	0	
edf_count	0	
worstPathArrival	4.69	ns
startpoint_type	input port	
period_used_share	94.3	%
dieArea	5870	um2
num_antenna_cells	0	
power_density	166	nW/um2
clk_latency	0.28	ns
cts_buffer_depth	2	
routed_wl	5510	um
post_cts_buffers	0	
cts_sinks	33	
vias	2252	
floorplan.core_util	53.1	%
coreArea	5240	um2
yosys.stat.seqShare	29.7	%
grt_max_degree	34	
grt_overflow	0	
synth-cells-yosys	319	
synthCells	319	
holdWs	0.496	ns
clkTransAtPathRegs	0.07	ns
htreeDepth	2	
worstSetupPathType	input port to flop	
wl_per_cell	12.4	um
die.size.y	76.6	um
whs_path_depth	1	
synth_area_per_cell	8.72	um2
yosys_warnings	1	
min_period	4.53	ns
slowest_stage	nor4_1	
vias_per_cell	5.08	
setup_viol	0	
tritoncts	done	
slew_headroom	62.3	%
antenna_left	0	
netlist_area	2780	um2
drive_gt1_share	9.65	%
firstDrtPassIters	4	
dominantRegCellSynth	dfrtp_1	
final_cell_mix	nor2_1 (57), ha_1 (34), clkdlybuf4s50_1 (34)	
std_cell_rows	26	
globalplace.congestion	0.855	
synth_flops	33	
clock.fmax	221	MHz
critPathCaptureType	flop	
synth.distinct_cells	35	
tool_warnings	26	
final-hold-violation-count	0	
grt_pass1_wl	9420	um
-- critical path, delay by kind of cell --
kind                     cells  cell delay [ns]
XOR/XNOR                     1             0.15
buffers and inverters        3             0.83
AND-OR/OR-AND                1             0.20
adder cells (fa/ha/maj)      1             0.31
AND/OR/NAND/NOR              9             2.23
-- layout make-up --
cell class	instances	area, um2
multi-input combinational	273	1920
fill	419	1810
sequential	33	826
timing repair buffer	51	480
tap	70	87.6
clock buffer	6	72.6
inverter	8	30.0
clock inverter	2	10.0
-- through the flow --
| step | total power, W | instance area (um2) | instances | utilization (%) | worst slack [ns] |
|---|---|---|---|---|---|
| finish | 0.000569 | 3420 | 443 | 65.4 | 0.274 |
| global route | 0.000595 | 3420 | 443 | 65.4 | 0.0263 |
| CTS | 0.000575 | 3420 | 443 | 65.3 | 0.245 |
| detailed placement | 0.000377 | 3340 | 435 | 63.7 | -0.0628 |
| global placement | 0.000376 | 3340 | 435 | 63.7 | 0.00696 |
| floorplan | 0.000318 | 2780 | 319 | - | 0.466 |
-- worst paths after layout --
kind,from,to,slack [ns]
setup / recovery,div_clk_count[4],count[2],0.27
setup reg to reg,count[11],outclk,2.62
min in group asynchronous,Reset,count[13],1.09
hold / removal,outclk,outclk,0.50
max in group asynchronous,Reset,count[0],3.40
hold reg to reg,outclk,outclk,0.50
-- logic make-up (layout without fill, tap and decap cells) --
group	after synthesis	in the layout	synth area share, %
AND/OR/NAND/NOR	154	154	28.7
XOR/XNOR	61	61	19.2
adder cells (fa/ha/maj)	34	34	15.3
flip-flops	33	33	29.7
AND-OR/OR-AND	24	24	5.35
buffers and inverters	13	67	1.75
-- what timing repair did --
item	in CTS	in global routing
setup endpoints to repair	0	2
resized	0	1
hold buffers	0	0
-- routing by layer --
metal / GRT usage (%) / part of all wire, % / wire (um)
met5: 0 / 0 / 0
met4: 1.35 / 0.45 / 25
met3: 3.41 / 2.5 / 140
met2: 28.3 / 41 / 2240
met1: 34.1 / 56 / 3110
-- cells in the mapped netlist, drive strengths merged, types with 7 or more instances --
cell type / number / share of area [%]
a21oi: 11 / 2.0
and3: 7 / 1.6
dfrtp: 33 / 30
ha: 34 / 15
inv: 8 / 1.1
nand2: 24 / 3.2
nand3: 25 / 4.7
nor2: 57 / 7.7
nor3: 12 / 2.6
nor4: 9 / 3.6
xnor2: 33 / 10
xor2: 28 / 8.8
-- report_power, final --
part | switching [W] | internal, W | total [W]
Sequential | 0.000000577 | 0.000279 | 0.000279
Combinational | 0.0000404 | 0.0000515 | 0.0000919
Clock | 0.0000976 | 0.000100 | 0.000198
Total | 0.000139 | 0.000431 | 0.000569
-- state kept, by name, summed over array words and instances, names as in the netlist --
name and count:
count 32, outclk 1
Power figures rest on the tool's default switching activity, not on a simulated workload.
